## design.v

```verilog
module alu(input wire [7:0] a, b,
           input wire [2:0] op_alu,
           input wire bp,
           output wire carry,
           output wire [7:0] y,
           output wire negative,
           output wire zero);
reg [8:0] s;
parameter min = -64;
parameter max = 63;
always @(a, b, op_alu)
begin
  case (op_alu)              
    3'b000: s = a;
    3'b001: s = ~a;
    3'b010: s = a + b;
    3'b011: s = a - b;
    3'b100: s = a & b;
    3'b101: s = a | b;
    3'b110: s = -a;
    3'b111: s = -b;
	default: s = 9'bx;  
  endcase
end
wire overflow;
assign overflow = (y < min || y > max) ? 1'b1 : 1'b0;
assign carry = s[8];
assign y = s[7:0];
assign zero = ~(|y);    
assign negative = (bp ? carry : overflow);
endmodule
```

## config.mk

```make
export PLATFORM = sky130hd
export DESIGN_NAME = alu
export DESIGN_NICKNAME = alu
export VERILOG_FILES = /design/flow/design.v
export SDC_FILE = /design/flow/constraint.sdc
export NUM_CORES = 4
export LEC_CHECK = 1
export CORE_AREA = 10 10 105 105
export DIE_AREA = 0 0 115 115
```

## run.sh

```bash
#!/bin/bash
# OpenROAD 26Q1-2900-gdf79404cd8, Yosys 0.63+post, stock flow scripts
make -C /OpenROAD-flow-scripts/flow DESIGN_CONFIG=/design/flow/config.mk WORK_HOME=/design/flow/orfs finish
```

## constraint.sdc

```tcl
current_design alu

set clk_period 4.6
set clk_io_pct 0.2

create_clock -name clk0 -period $clk_period

set non_clock_inputs [all_inputs -no_clocks]
set_input_delay [expr $clk_period * $clk_io_pct] -clock clk0 $non_clock_inputs
set_output_delay [expr $clk_period * $clk_io_pct] -clock clk0 [all_outputs]
```

==> qor.yml <==
timing:
  hold_viol_final: 0
  fmax_ghz: 0.2235
  setup_violations: 0
  fin_hold_ws_ps: 2410
  min_period_ps: 4475
  slew_viol_final: 0
  rsz0062_at_grt: "true"
  tightest_slew_ps: 580.5
  slew_headroom: 0.6094
  min_period_over_period: 0.9728
yosys:
  yosysChipArea_sq_um: 1309
  yosysWarnings: 1
  syn_area_per_cell_sq_um: 6.999
  synth_seq_share: 0
  synth_area_sq_um: 1309
  synth.distinct_cells: 56
  synthesis.instances: 187
  yosys_cells: 187
clocking:
  holdBufCountCts: 0
power_and_ir_drop:
  pwr_density_cell_nw_per_um2: 129.8
  p_seq_frac: 0
  intPower_mw: 0.1787
  switching_power_mw: 0.1382
  clkPwrFrac: 0
  power.leakage_nw: 1.047
  p_comb_frac: 1.000
  irDropWorstVdd_uv: 53.96
  sw_frac_of_total: 0.4362
route:
  viasPerCell: 4.684
  drt_wl_total_um: 5377
  postRouteAntennaNets: 0
  drc_errors: 0
  antenna_cells: 0
  dr_total_vias: 1841
  drt-initial-drc-count: 93
  dr.pass1.iters: 4
  wl_per_cell_um: 13.68
place:
  placed_cells: 375
  numPortBuffers: 31
  dp_hpwl_um: 4249
  gp_congestion: 0.9378
worst_setup_path:
  crit_type: "in -> out"
  arrival_ps: 3550
  critPathCapture: "zero"
  cp-end-kind: "primary output"
  start_kind: "input port"
  required_ps: 3680
  worstPathMaxFanout: 2
  critPathLaunch: "b[1]"
final_layout:
  synthToLayoutAreaGrowth_pct: 86.52
  clock_buffers: 0
  layout-drive-gt1-share: 0.4386
  fillers: 903
  fin_cells: 393
  seq_cells: 0
  fin_util: 0.2786
  register_area_sq_um: 0
floorplan:
  rows: 34
  fp_util: 0.1493
  dieArea_sq_um: 13230
  die_h_um: 115
  core-area_sq_um: 8763
  io_pins: 31
  die_w_um: 115
run:
  max_cap_viol_count: 0
  warnings: 35
grt:
  antenna_found_initial: 0
  track_usage: 0.07570
  grt_pass1_wl_um: 8452
  grt_pass1_vias: 1721
  grt_max_degree: 19
  gr-total-overflow: 0
status:
  status: "complete, no violations"
worst_hold_path:
  hold_class: "in -> out"
-- cell families after synthesis --
kind of cell             after synthesis  share of synthesized area
AND/OR/NAND/NOR                       69                     0.2897
AND-OR/OR-AND                         63                     0.3318
multiplexers                           6                    0.05736
buffers and inverters                 19                    0.07647
adder cells (fa/ha/maj)               14                     0.1377
XOR/XNOR                              16                     0.1071
-- cells in the mapped netlist, types with 4 or more instances --
cell	number	share of area
a211oi_1	5	0.029
a21oi_1	12	0.046
buf_2	5	0.019
ha_1	12	0.11
inv_1	8	0.023
nand2_1	14	0.040
nand2b_1	6	0.029
nand3_1	4	0.015
nor2_1	17	0.049
nor2b_1	5	0.024
o21ai_0	14	0.054
xnor2_1	12	0.080
xor2_1	4	0.027
-- through the flow --
step / power (mW) / setup TNS, ps / area [sq um] / setup WS [ps]
after floorplan: 0.1264 / 0 / 1309 / 289.6
after global placement: 0.2574 / -3166 / 2131 / -711.6
after detailed placement: 0.2583 / -3123 / 2131 / -683.0
after CTS: 0.2952 / 0 / 2338 / 4.736
after global routing: 0.3420 / -44.10 / 2441 / -20.40
final: 0.3169 / 0 / 2441 / 125.1
-- cell usage in the layout (no fill, tap or decap), types with 3 or more instances in the layout --
cell type,n
buf_4,75
clkdlybuf4s50_1,17
nand2_1,14
nor2_1,14
o21ai_0,13
xnor2_1,12
a21oi_1,10
ha_1,9
nand2b_1,6
inv_1,5
inv_2,4
a211oi_1,4
nand3_1,4
dlymetal6s2s_1,4
clkbuf_2,4
o21a_1,3
and3_1,3
a311oi_1,3
nor4_1,3
nor2b_1,3
dlygate4sd2_1,3
-- timing repair --
| action | CTS | global route |
|---|---|---|
| resized | 48 | 25 |
| setup endpoints to repair | 9 | 7 |
| setup buffers | 12 | 8 |
| pin swaps | 18 | 25 |
-- critical path: stages --
cell and delay [ps]:
dlygate4sd2_1 250, inv_2 80, ha_4 200, a21o_1 200, fa_2 400, buf_4 160, xor2_2 120, o21ai_0 100
o32a_1 330, or4_4 460, nor4_2 200, buf_2 140
-- worst min-delay path by stage --
stage / depth (start not counted) / start / end / slack (ps)
4_1_cts: 3 / bp / negative / 2410
5_1_grt: 3 / bp / negative / 2460
6_report: 3 / bp / negative / 2410
-- area by class of cell --
class,count,area (sq um),area share
multi-input combinational,168,1400,0.5736
timing repair buffer,108,872.1,0.3573
tap,108,135.1,0.05536
inverter,9,33.78,0.01384
-- metal layers --
metal  track usage  part of all wire  up-vias
met5             0                 0        -
met4      0.009076             0.012        0
met3      0.005802             0.054        4
met2        0.1415              0.52       64
met1       0.09413              0.41      876
li1              -                 -      897
-- power groups by stage --
stage                 logic, mW  clock network, mW  registers [mW]
after global routing      0.342                  0               0
after CTS                 0.295                  0               0
final                     0.317                  0               0
Power figures rest on the tool's default switching activity, not on a simulated workload.
