==> flow/design.v <==
`timescale 1 ns / 10 ps
module uc(input wire clk, input wire [5:0] opcode, input wire s_z, s_n, s_interrup, input wire [3:0] pEntrada, output reg s_inc, s_inm, we3, wez, wen, wesp, bp, push, pop, s_inp, s_outp, owe1, owe2, owe3, owe4, finInterrup, output reg [2:0] op_alu);
    reg skip, cont;
    initial
    begin
        skip <= 1'b0;
        cont = 0;
        bp = 1'b1;
    end
    always @(posedge clk)
    begin
        if (skip)
        begin
            if (cont == 2)
            begin
                skip <= 1'b0;
                cont = 0;
            end
        end
    end
    always @(*)
    begin
        if (s_interrup)
        begin
            wesp <= 1'b1;
            push <= 1'b1;
        end
        else
        begin
            if (skip == 1'b1)
            begin
                finInterrup <= 1'b0;
                s_inc <= 1'b1;
                s_inm <= 1'b0;
                we3 <= 1'b0;
                wez <= 1'b0;
                wen <= 1'b0;
                wesp <= 1'b0;
                push <= 1'b0;
                pop <= 1'b0;
                s_inp <= 1'b0;
                s_outp <= 1'b0;
                owe1 <= 1'b0;
                owe2 <= 1'b0;
                owe3 <= 1'b0;
                owe4 <= 1'b0;
                cont = cont + 1;
            end
            else
            begin
                if (opcode[5:4] == 2'b11)
                begin
                    s_inp <= 1'b0;
                    s_outp <= 1'b0;
                    owe1 <= 1'b0;
                    owe2 <= 1'b0;
                    owe3 <= 1'b0;
                    owe4 <= 1'b0;
                    case (opcode)
                        6'b110000:
                        begin
                            s_inc <= 1'b0;
                            s_inm <= 1'b0;
                            we3 <= 1'b0;
                            wez <= 1'b0;
                            wen <= 1'b0;
                            wesp <= 1'b0;
                            push <= 1'b0;
                            pop <= 1'b0;
                            finInterrup <= 1'b0;
                        end
                        6'b110001:
                        begin
                            if (s_z == 1'b1)
                                s_inc <= 1'b0;
                            else
                                s_inc <= 1'b1;
                            s_inm <= 1'b0;
                            we3 <= 1'b0;
                            wez <= 1'b0;
                            wen <= 1'b0;
                            wesp <= 1'b0;
                            push <= 1'b0;
                            pop <= 1'b0;
                            finInterrup <= 1'b0;
                        end
                        6'b110010:
                        begin
                            if (s_z == 1'b0)
                                s_inc <= 1'b0;
                            else
                                s_inc <= 1'b1;
                            s_inm <= 1'b0;
                            we3 <= 1'b0;
                            wez <= 1'b0;
                            wen <= 1'b0;
                            wesp <= 1'b0;
                            push <= 1'b0;
                            pop <= 1'b0;
                            finInterrup <= 1'b0;
                        end
                        6'b110011:
                        begin
                            if (s_n == 1'b1)
                                s_inc <= 1'b0;
                            else
                                s_inc <= 1'b1;
                            s_inm <= 1'b0;
                            we3 <= 1'b0;
                            wez <= 1'b0;
                            wen <= 1'b0;
                            wesp <= 1'b0;
                            push <= 1'b0;
                            pop <= 1'b0;
                            finInterrup <= 1'b0;
                        end
                        6'b110100:
                        begin
                            s_inc <= 1'b0;
                            s_inm <= 1'b0;
                            we3 <= 1'b0;
                            wez <= 1'b0;
                            wen <= 1'b0;
                            wesp <= 1'b1;
                            pop <= 1'b0;
                            push <= 1'b1;
                            finInterrup <= 1'b0;
                        end
                        6'b110101:
                        begin
                            s_inc <= 1'b0;
                            s_inm <= 1'b0;
                            we3 <= 1'b0;
                            wez <= 1'b0;
                            wen <= 1'b0;
                            wesp <= 1'b1;
                            pop <= 1'b1;
                            push <= 1'b0;
                            finInterrup <= 1'b0;
                        end
                        6'b110110:
                        begin
                            s_inc <= 1'b1;
                            s_inm <= 1'b0;
                            we3 <= 1'b0;
                            wez <= 1'b0;
                            wen <= 1'b0;
                            wesp <= 1'b0;
                            pop <= 1'b0;
                            push <= 1'b0;
                            if (s_z == 1'b1)
                                skip <= 1'b1;
                            finInterrup <= 1'b0;
                        end
                        6'b110111:
                        begin
                            s_inc <= 1'b1;
                            s_inm <= 1'b0;
                            we3 <= 1'b0;
                            wez <= 1'b0;
                            wen <= 1'b0;
                            wesp <= 1'b0;
                            pop <= 1'b0;
                            push <= 1'b0;
                            if (s_z != 1'b1)
                                skip <= 1'b1;
                            finInterrup <= 1'b0;
                        end
                        6'b111000:
                        begin
                            s_inc <= 1'b0;
                            s_inm <= 1'b0;
                            we3 <= 1'b0;
                            wez <= 1'b1;
                            wen <= 1'b1;
                            wesp <= 1'b0;
                            pop <= 1'b1;
                            push <= 1'b0;
                            finInterrup <= 1'b1;
                        end
                        default:
                        begin
                            s_inc <= 1'b1;
                            s_inm <= 1'b0;
                            we3 <= 1'b0;
                            wez <= 1'b0;
                            wen <= 1'b0;
                            wesp <= 1'b0;
                            push <= 1'b0;
                            pop <= 1'b0;
                            finInterrup <= 1'b0;
                        end
                    endcase
                end
                else
                begin
                    finInterrup <= 1'b0;
                    if (opcode[5] == 1'b0)
                    begin
                        s_inc <= 1'b1;
                        s_inm <= 1'b0;
                        we3 <= 1'b1;
                        wez <= 1'b1;
                        wen <= 1'b1;
                        wesp <= 1'b0;
                        push <= 1'b0;
                        pop <= 1'b0;
                        s_inp <= 1'b0;
                        s_outp <= 1'b0;
                        owe1 <= 1'b0;
                        owe2 <= 1'b0;
                        owe3 <= 1'b0;
                        owe4 <= 1'b0;
                        op_alu <= opcode[4:2];
                    end
                    else
                    begin
                        wesp <= 1'b0;
                        push <= 1'b0;
                        pop <= 1'b0;
                        wez <= 1'b0;
                        wen <= 1'b0;
                        if (opcode[5:3] == 3'b100)
                        begin
                            case (opcode[5:2])
                                4'b1000:
                                begin
                                    s_inc <= 1'b1;
                                    s_inm <= 1'b1;
                                    we3 <= 1'b1;
                                    s_inp <= 1'b0;
                                    s_outp <= 1'b0;
                                    owe1 <= 1'b0;
                                    owe2 <= 1'b0;
                                    owe3 <= 1'b0;
                                    owe4 <= 1'b0;
                                end
                                4'b1001:
                                begin
                                    s_inc <= 1'b1;
                                    s_inm <= 1'b1;
                                    we3 <= 1'b0;
                                    s_inp <= 1'b0;
                                    s_outp <= 1'b1;
                                    case (pEntrada)
                                        4'b0000:
                                        begin
                                            owe1 <= #1 1'b1;
                                            owe2 <= 1'b0;
                                            owe3 <= 1'b0;
                                            owe4 <= 1'b0;
                                        end
                                        4'b0001:
                                        begin
                                            owe1 <= 1'b0;
                                            owe2 <= #1 1'b1;
                                            owe3 <= 1'b0;
                                            owe4 <= 1'b0;
                                        end
                                        4'b0010:
                                        begin
                                            owe1 <= 1'b0;
                                            owe2 <= 1'b0;
                                            owe3 <= #1 1'b1;
                                            owe4 <= 1'b0;
                                        end
                                        4'b0011:
                                        begin
                                            owe1 <= 1'b0;
                                            owe2 <= 1'b0;
                                            owe3 <= 1'b0;
                                            owe4 <= #1 1'b1;
                                        end
                                        default:
                                        begin
                                            owe1 <= 1'b0;
                                            owe2 <= 1'b0;
                                            owe3 <= 1'b0;
                                            owe4 <= 1'b0;
                                        end
                                    endcase
                                end
                                default:
                                begin
                                    s_inc <= 1'b1;
                                    s_inm <= 1'b0;
                                    we3 <= 1'b0;
                                    s_inp <= 1'b0;
                                    s_outp <= 1'b0;
                                    owe1 <= 1'b0;
                                    owe2 <= 1'b0;
                                    owe3 <= 1'b0;
                                    owe4 <= 1'b0;
                                end
                            endcase
                        end
                        else if (opcode[5:3] == 3'b101)
                        begin
                            case (opcode)
                                6'b101000:
                                begin
                                    s_inc <= 1'b1;
                                    s_inm <= 1'b0;
                                    we3 <= 1'b0;
                                    s_inp <= 1'b0;
                                    s_outp <= 1'b1;
                                    case (pEntrada)
                                        4'b0000:
                                        begin
                                            owe1 <= #1 1'b1;
                                            owe2 <= 1'b0;
                                            owe3 <= 1'b0;
                                            owe4 <= 1'b0;
                                        end
                                        4'b0001:
                                        begin
                                            owe1 <= 1'b0;
                                            owe2 <= #1 1'b1;
                                            owe3 <= 1'b0;
                                            owe4 <= 1'b0;
                                        end
                                        4'b0010:
                                        begin
                                            owe1 <= 1'b0;
                                            owe2 <= 1'b0;
                                            owe3 <= #1 1'b1;
                                            owe4 <= 1'b0;
                                        end
                                        4'b0011:
                                        begin
                                            owe1 <= 1'b0;
                                            owe2 <= 1'b0;
                                            owe3 <= 1'b0;
                                            owe4 <= #1 1'b1;
                                        end
                                        default:
                                        begin
                                            owe1 <= 1'b0;
                                            owe2 <= 1'b0;
                                            owe3 <= 1'b0;
                                            owe4 <= 1'b0;
                                        end
                                    endcase
                                end
                                6'b101001:
                                begin
                                    s_inc <= 1'b1;
                                    s_inm <= 1'b0;
                                    we3 <= 1'b1;
                                    s_inp <= 1'b1;
                                    s_outp <= 1'b0;
                                    owe1 <= 1'b0;
                                    owe2 <= 1'b0;
                                    owe3 <= 1'b0;
                                    owe4 <= 1'b0;
                                end
                            endcase
                        end
                    end
                end
            end
        end
    end
endmodule
==> flow/run.sh <==
#!/bin/bash
# OpenROAD 26Q1-2900-gdf79404cd8, Yosys 0.63+post, stock flow scripts
make -C /OpenROAD-flow-scripts/flow DESIGN_CONFIG=/design/flow/config.mk WORK_HOME=/design/flow/orfs finish
==> flow/config.mk <==
export PLATFORM = sky130hd
export DESIGN_NAME = uc
export DESIGN_NICKNAME = uc
export VERILOG_FILES = /design/flow/design.v
export SDC_FILE = /design/flow/constraint.sdc
export NUM_CORES = 4
export LEC_CHECK = 1
export CORE_AREA = 10 10 77 77
export DIE_AREA = 0 0 87 87
==> flow/constraint.sdc <==
current_design uc

set clk_period 1.7
set clk_io_pct 0.2

create_clock -name clk0 -period $clk_period [get_ports {clk}]

set non_clock_inputs [all_inputs -no_clocks]
set_input_delay [expr $clk_period * $clk_io_pct] -clock clk0 $non_clock_inputs
set_output_delay [expr $clk_period * $clk_io_pct] -clock clk0 [all_outputs]
==> impl_metrics.xml <==
<?xml version="1.0" encoding="UTF-8"?>
<metrics>
  <group name="route">
    <metric name="vias" unit="">504</metric>
    <metric name="drt.antenna.violating_nets" unit="">0</metric>
    <metric name="postRouteWirelength" unit="µm">1660</metric>
    <metric name="iteration_0_drc_count_of_the_detailed_router" unit="">13</metric>
    <metric name="drt_pass_1_iters" unit="">2</metric>
    <metric name="route.detailed.vias_per_inst" unit="">3.55</metric>
    <metric name="routedWlPerCell" unit="µm">11.7</metric>
    <metric name="antenna_cells" unit="">0</metric>
    <metric name="drc" unit="">0</metric>
  </group>
  <group name="final_timing">
    <metric name="final_period_minus_worst_setup_slack" unit="ns">1.62</metric>
    <metric name="clock.fmax" unit="GHz">0.618</metric>
    <metric name="hold_violations" unit="">0</metric>
    <metric name="unconstrained_endpoints" unit="">31</metric>
    <metric name="timing.max_slew.rel_slack" unit="">0.624</metric>
    <metric name="unrepaired_setup_endpoints_after_global_routing" unit="">false</metric>
    <metric name="report.final.slew_viol_count" unit="">0</metric>
    <metric name="setup_violations_final" unit="">0</metric>
    <metric name="tns" unit="ns">0</metric>
    <metric name="final_critical_path_setup_slack" unit="ns">0.0811</metric>
    <metric name="register_pins_left_without_a_clock" unit="">15</metric>
    <metric name="slew_at_the_pin_closest_to_its_max_slew_limit" unit="ns">0.563</metric>
    <metric name="fraction_of_the_cycle_the_final_worst_path_needs" unit="">0.952</metric>
  </group>
  <group name="place">
    <metric name="place_hpwl" unit="µm">1420</metric>
    <metric name="io_buffers" unit="">31</metric>
    <metric name="place_worst_setup_slack" unit="ns">-0.372</metric>
    <metric name="gp_routability_congestion" unit="">0.760</metric>
    <metric name="placedInstanceArea" unit="µm²">917</metric>
  </group>
  <group name="finish">
    <metric name="area.combinational" unit="µm²">273</metric>
    <metric name="final_layout_top_logic_cells" unit="">clkdlybuf4s50_1, dlxtn_1, buf_4</metric>
    <metric name="final_cell_area" unit="µm²">923</metric>
    <metric name="finalCoreUtilization" unit="">0.212</metric>
    <metric name="filler_cell_count" unit="">448</metric>
    <metric name="synthToLayoutAreaGrowth" unit="%">78.7</metric>
    <metric name="seq_area" unit="µm²">225</metric>
    <metric name="final_layout_size_suffix_gt1_frac" unit="">0.211</metric>
    <metric name="layout.cells.most_common" unit="">clkdlybuf4s50_1</metric>
  </group>
  <group name="yosys">
    <metric name="post_synthesis_average_cell_area" unit="µm²">9.23</metric>
    <metric name="synth.area.top_cells" unit="">dlxtn_1, nor4b_2, buf_4</metric>
    <metric name="synth.cell_area" unit="µm²">517</metric>
    <metric name="synth_chip_area" unit="µm²">517</metric>
    <metric name="synthDominantCellAreaShare" unit="">0.436</metric>
    <metric name="synth-warning-count" unit="">4</metric>
    <metric name="synthCells" unit="">56</metric>
    <metric name="synth_area_leader_cell" unit="">dlxtn_1</metric>
    <metric name="yosys-stat-cells" unit="">56</metric>
    <metric name="synth.lib_cells_used.distinct" unit="">28</metric>
    <metric name="synth-seq-cells" unit="">15</metric>
  </group>
  <group name="grt">
    <metric name="number_of_antenna_violations_at_the_first_check_in_global_routing" unit="">0</metric>
    <metric name="global_route.usage.met3" unit="">0.0170</metric>
    <metric name="grt-ovfl-total" unit="">0</metric>
    <metric name="number_of_global_route_vias_before_repair" unit="">545</metric>
    <metric name="first_pass_grt_wire_length" unit="µm">2640</metric>
    <metric name="largest_net_degree_at_the_start_of_global_routing" unit="">10</metric>
    <metric name="grt_most_used_layer" unit="">met2</metric>
    <metric name="grt_use_total" unit="">0.0419</metric>
    <metric name="met2_track_usage_gr" unit="">0.0706</metric>
    <metric name="grtUsageMet1" unit="">0.0519</metric>
  </group>
  <group name="floorplan">
    <metric name="dieArea" unit="µm²">7570</metric>
    <metric name="die_width" unit="µm">87</metric>
    <metric name="floorplan.die.height" unit="µm">87</metric>
    <metric name="design.portCount" unit="">33</metric>
    <metric name="placeableCoreArea" unit="µm²">4350</metric>
    <metric name="floorplan.initialDensity" unit="">0.119</metric>
    <metric name="row_count" unit="">24</metric>
  </group>
  <group name="pwr">
    <metric name="power_density" unit="nW/µm²">151</metric>
    <metric name="static-leakage-power" unit="nW">0.389</metric>
    <metric name="design_power_total" unit="W">0.000139</metric>
    <metric name="max-vdd-ir-drop" unit="V">0.0000391</metric>
  </group>
  <group name="setup_path">
    <metric name="top_delay_family_on_crit_path" unit="">buffers and inverters</metric>
    <metric name="crit_fanout" unit="">2</metric>
    <metric name="worstPathArrival" unit="ns">1.28</metric>
    <metric name="cp_data_required_time" unit="ns">1.36</metric>
    <metric name="setup.worst_path.class" unit="">input pin to primary output</metric>
    <metric name="max_stage_delay" unit="ns">0.43</metric>
    <metric name="cp_cell_sequence" unit="">clkdlybuf4s50_1 &gt; nor2_2 &gt; nand3_2 &gt; o21bai_1 &gt; buf_2</metric>
    <metric name="element_type_at_the_critical_path_start" unit="">input pin</metric>
    <metric name="crit_path_end_kind" unit="">primary output</metric>
    <metric name="path_buffers" unit="">2</metric>
    <metric name="critPathSlowestCell" unit="">clkdlybuf4s50_1</metric>
  </group>
  <group name="cts">
    <metric name="post_cts_buffers" unit="">0</metric>
    <metric name="cts_hold_buf" unit="">0</metric>
  </group>
  <group name="hold_path">
    <metric name="holdPathStages" unit="">5</metric>
    <metric name="hold_start" unit="">opcode[3]</metric>
    <metric name="hold_path.class" unit="">input pin to primary output</metric>
    <metric name="hold_path_end" unit="">wesp</metric>
  </group>
  <group name="outcome">
    <metric name="outcome" unit="">complete, no violations</metric>
  </group>
  <group name="run">
    <metric name="stage_log_warnings" unit="">28</metric>
    <metric name="timing.max_cap.violations" unit="">0</metric>
  </group>
</metrics>
-- power by group --
| group | switching (W) | total (W) | internal (W) | leakage (nW) |
|---|---|---|---|---|
| sequential | 0.00000213 | 0.0000260 | 0.0000239 | 0.118 |
| combinational | 0.0000440 | 0.000113 | 0.0000691 | 0.272 |
| clock | 0 | 0 | 0 | 0 |
| total | 0.0000461 | 0.000139 | 0.0000930 | 0.389 |
-- area by class of cell --
cell class                 instances  share of cell area
tap                               52              0.0705
sequential                        15               0.244
multi-input combinational         37               0.295
timing repair buffer              38               0.390
-- timing repair --
action / 4_1_cts / 5_1_grt
gates resized: 7 / 5
pin swaps: 1 / 2
endpoints found under the setup margin: 2 / 2
-- tightest hold or removal path, stage by stage --
cell and delay [ns]:
dlymetal6s2s_1 0.17, nor2_2 0.07, nand3_2 0.07, nand2b_1 0.06, clkbuf_2 0.09
-- Yosys cell counts --
| cell | number |
|---|---|
| conb_1 | 1 |
| nor4_2 | 1 |
| buf_4 | 3 |
| nand3_1 | 2 |
| dlxtn_1 | 15 |
| nand2b_4 | 1 |
| buf_2 | 1 |
| or3_1 | 1 |
| or3b_1 | 1 |
| or2_2 | 1 |
| o21bai_1 | 2 |
| and2_1 | 1 |
| a41o_1 | 1 |
| nor3_1 | 1 |
| nor4b_2 | 2 |
| nor2_1 | 4 |
| a21oi_1 | 1 |
| nand2_1 | 3 |
| nor4_1 | 1 |
| and4bb_1 | 1 |
| o21ai_0 | 3 |
| nand4_1 | 1 |
| and2b_4 | 1 |
| o2111ai_1 | 1 |
| and2_2 | 1 |
| nor4b_1 | 1 |
| nand2b_1 | 3 |
| or4_4 | 1 |
-- metrics by stage --
step	std cells	hold WS (ns)
floorplan	56	0.714
global placement	142	1.70
detailed placement	142	1.70
CTS	142	1.41
global route	142	1.21
finish	142	1.14
-- worst max-delay path by stage --
stage / slack, ns / cells after the start / from / to
6_report: 0.08 / 5 / opcode[1] / push
5_1_grt: 0.02 / 5 / opcode[1] / push
4_1_cts: 0.004 / 5 / opcode[4] / wesp
-- logic make-up (layout without fill, tap and decap cells) --
logic type	count (synthesis)	after routing	share of synthesized area
compound gates	8	8	0.104
buf+inv	4	38	0.0533
latches	15	15	0.436
other cells	1	1	0.00726
simple gates	28	28	0.400
-- flip-flops by register name (all words and copies together) (netlist names) --
name	count
op_alu	3
wen	1
owe4	1
owe2	1
s_inc	1
owe3	1
pop	1
s_inm	1
owe1	1
s_outp	1
finInterrup	1
s_inp	1
we3	1
-- routing by layer --
metal,part of all wire,vias to the layer above,wire length (µm)
met5,0,-,0
met4,0,0,0
met3,0.13,0,223
met2,0.43,19,715
met1,0.43,214,718
li1,-,271,-
Power figures rest on the tool's default switching activity, not on a simulated workload.
